<file path="config.mk">
export PLATFORM = sky130hd
export DESIGN_NAME = clocknx
export DESIGN_NICKNAME = clocknx
export VERILOG_FILES = /design/flow/design.v
export SDC_FILE = /design/flow/constraint.sdc
export NUM_CORES = 4
export LEC_CHECK = 1
export CORE_AREA = 10 10 110 110
export DIE_AREA = 0 0 120 120
</file>
<file path="constraint.sdc">
current_design clocknx

set clk_period 3.5
set clk_io_pct 0.2

create_clock -name clk0 -period $clk_period [get_ports {clk}]

set non_clock_inputs [all_inputs -no_clocks]
set_input_delay [expr $clk_period * $clk_io_pct] -clock clk0 $non_clock_inputs
set_output_delay [expr $clk_period * $clk_io_pct] -clock clk0 [all_outputs]
</file>
<file path="design.v">
module clocknx (
	input reset_n,
	input clk,
	input in,
	output reg out
);
parameter N = 4;
reg [31:0] prescaler;
reg [7:0] pulses;
reg slowclk;
always@(posedge clk)
	slowclk <= prescaler[15];
always@(posedge clk)
if(reset_n == 0)
	prescaler <= 0;
else
	prescaler <= prescaler + 1;
always@(negedge reset_n, posedge slowclk, posedge in)
if(reset_n == 0)
begin
	out <= 0;
	pulses <= 0;
end
else
begin
	if(in)
	begin
		pulses <= 2*N;
		out <= 0;
	end
	else
	begin
		if(pulses)
		begin
			pulses <= pulses - 1;
			out <= ~out;
		end
		else
		begin
			out <= 0;
		end
	end
end
endmodule
</file>
<file path="run.sh">
#!/bin/bash
# OpenROAD 26Q1-2900-gdf79404cd8, Yosys 0.63+post, stock flow scripts
make -C /OpenROAD-flow-scripts/flow DESIGN_CONFIG=/design/flow/config.mk WORK_HOME=/design/flow/orfs finish
</file>
==> impl_metrics.toml <==
# flow metrics
[outcome]
status = "finished, final reports clean"

[synthesis]
ys_area_mm2 = 0.00120
edf_count = 0
async_flop_share_pct = 34.6
netlist_instances = 122
synth-cells-yosys = 122
ys.warnings.count = 2
ys.flop_type = "dfxtp_1"
avgSynthCellArea_um2 = 9.80
ys_ff = 26
syn_area_mm2 = 0.00120
synth_cell_types = 29
ys_seq_share_pct = 47.9

[global_routing]
grt_usage_pct = 2.80
grt_pass1_wl_um = 3620
antenna_found_initial = 0
grt_pass1_vias = 839
grt_max_degree = 15
overflow = 0

[drt]
diodes = 0
routedWlPerCell_um = 7.28
drtIter0Drc = 21
antenna_left = 0
via_count = 825
routed_via_density = 3.20
drt_first_pass_iters = 5
routed_wl_um = 1880
drc_errors = 0

[floorplanning]
fp_util_pct = 12.2
core-area_mm2 = 0.00977
dieArea_mm2 = 0.0144
die_h_um = 120
die_x_um = 120
rows = 36
pin_count = 4

[timing]
final.setup.tns_ps = 0
hold_ws_ps = 363
period_used_pct = 47.6
rsz0062_at_grt = "false"
fin_ws_ps = 1830
min_period_ps = 1670
worst_pin_slew_ps = 643
slew_headroom_pct = 57.0
setup_viol = 0
clock_skew_ps = 3.47
unclocked_pins = 9
final_max_slew_viol_count = 0
max_clock_freq_mhz = 601
final_hold_viol_count = 0
untimed_endpoints = 10

[layout]
syn2layout_area_growth_pct = 19.0
fill_cells = 1100
regArea_um2 = 573
logic_area_um2 = 582
utilization_pct = 14.6
lay_top_count = "dfxtp_1"
post_route_cells_drive_above_1_share_pct = 10.4
final_cell_mix = "17 x dfxtp_1, 11 x nor2_1, 8 x a21oi_1, 8 x nand2_1, 8 x dfrtp_1"

[min_path]
hp-class = "reg -> reg"

[clock_tree]
ctsResizeCount = 0
clk_transition_reported_paths_ps = 70
cts_setup_buffers = 0
tritoncts = "done"
numCtsBuffers = 3
clock_latency_ps = 250
h-tree-depth = 1
cts-hold-fix-buffers = 0
clk_path_buf_depth = 2
clockRootBuffer = "clkbuf_8"

[pwr]
p_per_area_mw_per_mm2 = 251
vdd_ir_drop_max_mv = 0.107
p_leak_nw = 0.502

[critical_path]
worstPathArrival_ps = 1840
endpoint_kind = "flop"
critPathRequiredTime_ps = 3680
cp-start-kind = "input pin"
critical_path_class = "in -> reg"
critPathMaxFanout = 12

[placement]
gp_congestion = 0.792
port_buffers = 3
hpwl_um = 1390
pre_cts_slack_ps = 1560

[flow_run]
max-cap-violations = 0
warnings = 27
==> state kept, by name (all words and copies together) (netlist names) <==
name / flops
pulses: 8
slowclk: 1
prescaler: 16
out: 1
==> power by group <==
part | switching (W) | leakage, nW | internal (W) | total, W
Sequential | 0.00000410 | 0.261 | 0.000197 | 0.000201
Clock | 0.0000643 | 0.0255 | 0.0000788 | 0.000143
Combinational | 0.00000847 | 0.216 | 0.00000560 | 0.0000141
Total | 0.0000768 | 0.502 | 0.000281 | 0.000358
==> metrics by stage <==
step / cell area [um^2] / cells / power (W)
after detailed placement: 1380 / 254 / 0.000220
after global placement: 1380 / 254 / 0.000220
after CTS: 1420 / 258 / 0.000365
after floorplan: 1200 / 122 / 0.000215
after global routing: 1420 / 258 / 0.000376
final: 1420 / 258 / 0.000358
==> routing by layer <==
| layer | share of wire, % | routed length, um | global-route usage, % |
|---|---|---|---|
| met5 | 0 | 0 | 0 |
| met1 | 51 | 961 | 3.92 |
| met3 | 1.2 | 22 | 0.524 |
| met4 | 4.4 | 83 | 1.21 |
| met2 | 43 | 811 | 4.16 |
==> area by class of cell <==
class	instances	area share (%)
Clock buffer	3	2.90
Clock inverter	1	0.351
Inverter	7	1.85
Multi-Input combinational cell	85	40.9
Sequential cell	26	40.2
Tap cell	133	11.7
Timing Repair Buffer	3	2.11
==> worst paths after layout <==
| path | cells past startpoint | startpoint | slack, ps | end |
|---|---|---|---|---|
| hold / removal | 0 | prescaler[15] | 360 | slowclk |
| setup reg to reg | 3 | prescaler[5] | 1990 | prescaler[10] |
| setup / recovery | 3 | reset_n | 1830 | prescaler[5] |
| hold reg to reg | 0 | prescaler[15] | 360 | slowclk |
==> Yosys cell counts (all sizes together) (4+ instances only) <==
cell type	n	share of area, %
nand2b	4	2.1
nand3	7	3.3
or3	4	2.7
inv	7	2.2
or4	4	2.5
nor4	4	2.1
dfrtp	8	17
dfxtp	17	28
clkbuf	4	1.3
nor2	11	3.5
o21ai	4	1.7
a21oi	8	3.3
xnor2	5	3.7
o31ai	4	2.5
nand2	8	2.5
mux2i	4	3.3
==> worst max-delay path, stage by stage <==
cell and delay [ps]:
clkdlybuf4s50_1 680, inv_1 280, a21oi_1 180
==> logic make-up after synthesis <==
| logic type | synth area share, % |
|---|---|
| mux | 6.17 |
| flops | 47.9 |
| compound gates | 7.53 |
| simple gates | 26.7 |
| xor+xnor | 5.13 |
| buf+inv | 3.45 |
| fa+ha+maj | 3.14 |
Power figures rest on the tool's default switching activity, not on a simulated workload.
